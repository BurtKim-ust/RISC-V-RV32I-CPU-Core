==> /design/flow/design.v <==
module controller(clk, reset, op, funct3, funct7b5, Zero, ImmSrc, ALUSrcA, ALUSrcB, ResultSrc, AdrSrc, ALUControl, IRWrite, PCWrite, RegWrite, MemWrite);
input wire clk, reset, funct7b5, Zero;
input wire [2:0] funct3;
input wire [6:0] op;
output PCWrite;
output reg AdrSrc, MemWrite, IRWrite, RegWrite;
output reg [1:0] ImmSrc;
output wire [1:0] ALUSrcA;
output wire [1:0] ALUSrcB; 
output wire [1:0] ResultSrc; 
output reg [2:0] ALUControl;
reg PCUpdate, Branch;
reg [1:0] ALUOp;
reg [3:0] state, nextstate;
reg [12:0] controls;
localparam [3:0]
	fetch = 4'b0,
	decode = 4'b0001,
	memadr = 4'b0010,
	memread = 4'b0011,
	memwb = 4'b0100,
	memwrite = 4'b0101,
	executer = 4'b0110,
	aluwb = 4'b0111,
	executei = 4'b1000,
	jal = 4'b1001,
	beq = 4'b1010;
always @(posedge clk or posedge reset)
begin
	if (reset)
		state = fetch;
	else 
		state = nextstate;
end
assign PCWrite = (Zero & Branch) | PCUpdate; 
assign ResultSrc[1] = ~state[3] & ~state[2] & ~state[1] & ~state[0];
assign ResultSrc[0] = ~state[3] & state[2] & ~state[1] & ~state[0];
assign ALUSrcB[1] = ~state[2] & ~state[1] & ~(state[3] ^ state[0]);
assign ALUSrcB[0] = ~state[2] & ((~state[3] & (state[1] ^ state[0])) | (state[3] & ~state[1] & ~state[0]));
assign ALUSrcA[1] = ~state[0] & ((~state[3] & state[1]) | (state[3] & ~state[2]));
assign ALUSrcA[0] = ~state[2] & ~state[1] & state[0]; 
always @(*)
begin
	if (reset)
	begin
		nextstate = fetch;
		PCUpdate <= 1'b0;
		Branch <= 1'b0;
		AdrSrc <= 1'b0;
		MemWrite <= 1'b0;
		IRWrite <= 1'b0;
		RegWrite <= 1'b0;
		ImmSrc = 2'b0;
		ALUOp <= 2'b0;
	end
	else
	case(state)
		fetch: begin
				nextstate = decode;
				PCUpdate <= 1'b1;
				Branch <= 1'b0;
				AdrSrc <= 1'b0;
				MemWrite <= 1'b0;
				IRWrite <= 1'b1;
				RegWrite <= 1'b0;
				ALUOp <= 2'b0;
		      end
		decode: begin
				PCUpdate <= 1'b0;
				Branch <= 1'b0;
				AdrSrc <= 1'bx;
				MemWrite <= 1'b0;
				IRWrite <= 1'b0;
				RegWrite <= 1'b0;
				ALUOp <= 2'b0;
				case(op)
					7'b0000011: begin  
							nextstate = memadr;
							ImmSrc = 2'b0;
						    end
					7'b0100011: begin  
							nextstate = memadr;
							ImmSrc = 2'b01;
						    end
					7'b0110011: begin  
							nextstate = executer;
							ImmSrc = 2'bxx;	
						    end
					7'b0010011: begin  
							nextstate = executei;
							ImmSrc = 2'b0;
						    end
					7'b1101111: begin  
							nextstate = jal;
							ImmSrc = 2'b11;
						    end
					7'b1100011: begin  
							nextstate =  beq;
							ImmSrc = 2'b10;
						    end
					default: begin
							nextstate = memadr;
							ImmSrc = 2'b00;
						 end
				endcase 
			 end
		memadr: begin
				PCUpdate <= 1'b0;
                                Branch <= 1'b0;
                                AdrSrc <= 1'bx;
                                MemWrite <= 1'b0;
                                IRWrite <= 1'b0;
                                RegWrite <= 1'b0;
                                ALUOp <= 2'b0;
				case (op)
					7'b0000011: nextstate = memread;   
					7'b0100011: nextstate = memwrite;  
				endcase
			 end
		memread: begin
				nextstate = memwb;
				PCUpdate <= 1'b0;
                                Branch <= 1'b0;
                                AdrSrc <= 1'b1;
                                MemWrite <= 1'b0;
                                IRWrite <= 1'b0;
                                RegWrite <= 1'b0;
                                ALUOp <= 2'bxx;
			 end
		memwb: begin
				nextstate = fetch;
				PCUpdate <= 1'b0;
                                Branch <= 1'b0;
                                AdrSrc <= 1'bx;
                                MemWrite <= 1'b0;
                                IRWrite <= 1'b0;
                                RegWrite <= 1'b1;
                                ALUOp <= 2'bxx;
			 end
		memwrite: begin
				nextstate = fetch;
				PCUpdate <= 1'b0;
                                Branch <= 1'b0;
                                AdrSrc <= 1'b1;
                                MemWrite <= 1'b1;
                                IRWrite <= 1'b0;
                                RegWrite <= 1'b0;
                                ALUOp <= 2'bxx;
			 end
		executer: begin
				nextstate = aluwb;
				PCUpdate <= 1'b0;
                                Branch <= 1'b0;
                                AdrSrc <= 1'bx;
                                MemWrite <= 1'b0;
                                IRWrite <= 1'b0;
                                RegWrite <= 1'b0;
                                ALUOp <= 2'b10;
			 end
		aluwb: begin
				nextstate = fetch;
				PCUpdate <= 1'b0;
                                Branch <= 1'b0;
                                AdrSrc <= 1'bx;
                                MemWrite <= 1'b0;
                                IRWrite <= 1'b0;
                                RegWrite <= 1'b1;
                                ALUOp <= 2'bxx;
			 end
		executei: begin
				nextstate = aluwb;
				PCUpdate <= 1'b0;
                                Branch <= 1'b0;
                                AdrSrc <= 1'bx;
                                MemWrite <= 1'b0;
                                IRWrite <= 1'b0;
                                RegWrite <= 1'b0;
                                ALUOp <= 2'b10;
			 end
		jal: begin
				nextstate = aluwb;
				PCUpdate <= 1'b1;
                                Branch <= 1'b0;
                                AdrSrc <= 1'bx;
                                MemWrite <= 1'b0;
                                IRWrite <= 1'b0;
                                RegWrite <= 1'b0;
                                ALUOp <= 2'b0;
			 end
		beq: begin
				nextstate = fetch;
				PCUpdate <= 1'b0;
                                Branch <= 1'b1;
                                AdrSrc <= 1'bx;
                                MemWrite <= 1'b0;
                                IRWrite <= 1'b0;
                                RegWrite <= 1'b0;
                                ALUOp <= 2'b01;
			 end
	endcase
end
always @(*)
begin
	case(ALUOp)
		2'b0: ALUControl <= 3'b0;
		2'b01: ALUControl <= 3'b001;
		default: case(funct3)
				3'b0: if (funct7b5 &  op[5])
						ALUControl <= 3'b001;
				      else
						ALUControl <= 3'b0;
				3'b010: ALUControl <= 3'b101;
				3'b110: ALUControl <= 3'b011;
				3'b111: ALUControl <= 3'b010;
				default: ALUControl <= 3'bxxx;
			  endcase
	endcase
end
endmodule
==> /design/flow/run.sh <==
#!/bin/bash
# OpenROAD 26Q1-2900-gdf79404cd8, Yosys 0.63+post, stock flow scripts
make -C /OpenROAD-flow-scripts/flow DESIGN_CONFIG=/design/flow/config.mk WORK_HOME=/design/flow/orfs finish
==> /design/flow/config.mk <==
export PLATFORM = sky130hd
export DESIGN_NAME = controller
export DESIGN_NICKNAME = controller
export VERILOG_FILES = /design/flow/design.v
export SDC_FILE = /design/flow/constraint.sdc
export NUM_CORES = 4
export LEC_CHECK = 1
export CORE_AREA = 10 10 76 76
export DIE_AREA = 0 0 86 86
==> /design/flow/constraint.sdc <==
current_design controller

set clk_period 1.6
set clk_io_pct 0.2

create_clock -name clk0 -period $clk_period [get_ports {clk}]

set non_clock_inputs [all_inputs -no_clocks]
set_input_delay [expr $clk_period * $clk_io_pct] -clock clk0 $non_clock_inputs
set_output_delay [expr $clk_period * $clk_io_pct] -clock clk0 [all_outputs]
==> results.py <==
# Physical implementation metrics
metrics = {
    "outcome": {
        "run_status": "finished, violations left",
        "violations": "negative setup slack",
    },
    "setup_path": {
        "startpoint_class": "flip-flop",
        "critPathKind": "reg2out",
        "crit_required_ns": 1.28,
        "worstPathMaxFanout": 2,
        "timing.critical_path.to_type": "output port",
        "worst_setup_path_startpoint": "state[0]",
        "worst-endpoint-arrival_ns": 1.29,
        "critical_path.endpoint": "ALUSrcB[0]",
    },
    "cts": {
        "clk_path_buf_depth": 2,
        "cts.hold.buffers_added": 0,
        "path_clk_slew_ns": 0.03,
        "ctsHtreeMaxLevel": 1,
        "tritoncts": "done",
        "cts_buffer_count": 3,
        "clock-root-buffer": "sky130_fd_sc_hd__clkbuf_8",
    },
    "timing": {
        "fmaxAchievable_mhz": 623,
        "final_worst_path_period_share_pct": 100,
        "timing.final.ws_setup_ns": -0.00519,
        "timing.final.hold_violations": 0,
        "timing_worst_slew_pin_value_ns": 0.704,
        "max-slew-margin-rel_pct": 52.8,
        "finalSetupViolations": 1,
        "endpoints_left_unconstrained": 23,
        "setup_total_negative_slack_ns": -0.00519,
        "final_max_slew_violation_count": 0,
        "finalCriticalPeriod_ns": 1.61,
        "setup_repair_after_global_routing_missed_its_margin": "yes",
        "fin_hold_ws_ns": 0.617,
        "unclocked_regs": 13,
    },
    "drt": {
        "drtPass1Iterations": 4,
        "num_antenna_cells": 0,
        "route.detailed.drc": 0,
        "drt_iter0_markers": 73,
        "route.detailed.wl_per_inst_um": 11.9,
        "number_of_vias_in_the_routed_layout": 882,
        "avgViaCountPerCell": 4.57,
        "routed_wirelength_um": 2300,
        "antenna_violating_nets_post_route": 0,
    },
    "flow_run": {
        "openroad_warning_count": 30,
        "count_of_maximum_capacitance_violations": 0,
    },
    "die": {
        "core_sq_um": 4120,
        "die_w_um": 86,
        "chipArea_sq_um": 7400,
        "ios": 30,
        "core_util_floorplan_pct": 20.8,
        "core.rowCount": 23,
        "die_h_um": 86,
    },
    "logic_synthesis": {
        "ys.warnings.count": 1,
        "dominantRegCellSynth": "sky130_fd_sc_hd__dlxtn_1",
        "synthTopCellsByArea": "sky130_fd_sc_hd__dlxtn_1, sky130_fd_sc_hd__dfrtp_1, sky130_fd_sc_hd__ha_1",
        "common_cells": "sky130_fd_sc_hd__dlxtn_1, sky130_fd_sc_hd__a21oi_1, sky130_fd_sc_hd__nor2_1, sky130_fd_sc_hd__nor3_1, sky130_fd_sc_hd__nand2_1",
        "synth_top_cell_by_area": "sky130_fd_sc_hd__dlxtn_1",
        "yosysChipArea_sq_um": 857,
        "yosysTopAreaCellShare_pct": 22.8,
        "ys_seq_elements": 17,
        "postSynthCellCount": 103,
        "post_synth.cell_area_avg_sq_um": 8.32,
        "synth.cell_area_sq_um": 857,
        "edf_count": 0,
        "synth-cells-yosys": 103,
        "post_synthesis_cell_type_count": 44,
        "netlist.top_cell.by_instances": "sky130_fd_sc_hd__dlxtn_1",
        "share_of_async_settable_or_async_resettable_flops_after_synthesis_pct": 23.5,
    },
    "grt": {
        "grt_pass1_wl_um": 3730,
        "groute.usage.overall_pct": 5.75,
        "pin_count_of_the_biggest_net_entering_global_routing": 13,
        "grt_overflow": 0,
        "number_of_global_route_vias_before_repair": 859,
        "initial_antenna_violation_count": 0,
    },
    "place": {
        "gp_routability_congestion": 0.861,
        "dpl_worst_slack_ns": -0.295,
        "place.detailed.hpwl_um": 1800,
        "port_buffers": 29,
    },
    "pwr": {
        "ir_worst_vdd_mv": 0.182,
        "report.power.total_mw": 0.404,
        "cellPowerDensity_nw_per_um2": 301,
        "p_leak_nw": 0.625,
    },
    "worst_hold_path": {
        "min_path_type": "in2async",
    },
    "cells_and_area": {
        "fin_util_pct": 32.7,
        "flow.area_growth_from_synthesis_pct": 56.8,
        "post_route_cells_drive_above_1_share_pct": 25.9,
    },
}
critical path, stage by stage, from the launching register on:
cell                       delay, ns
sky130_fd_sc_hd__dfrtp_1        0.38
sky130_fd_sc_hd__inv_2          0.09
sky130_fd_sc_hd__ha_4           0.20
sky130_fd_sc_hd__nor2b_1        0.12
sky130_fd_sc_hd__a31oi_1        0.14
sky130_fd_sc_hd__nor2_1         0.06
sky130_fd_sc_hd__clkbuf_2       0.09
layer usage:
metal	wire, um	up-vias	GRT usage [%]
met5	0	-	0
met4	8	0	0.449
met3	168	2	1.53
met2	1150	26	10.5
met1	971	400	6.74
li1	-	454	-
logic make-up after synthesis:
kind of cell / share of synthesized area [%]
latches: 22.8
xor gates and xnor gates: 2.04
AOI/OAI and AO/OA: 19.1
buffers and inverters: 5.84
DFF: 11.7
muxes: 2.34
and+or+nand+nor: 30.4
adders and majority gates: 5.84
layout by cell type, fill, tap and decap left out, drive strengths merged, types with 2 or more instances in the layout:
cell type | synthesis | layout
nor3 | 8 | 8
ha | 4 | 4
a211oi | 2 | 2
clkbuf | 1 | 5
clkdlybuf4s50 | 0 | 17
nand2b | 2 | 2
and2b | 2 | 2
a21oi | 8 | 8
dlxtn | 13 | 13
nand3 | 4 | 4
buf | 5 | 15
dlygate4sd2 | 0 | 8
nor4b | 2 | 2
mux2i | 2 | 2
inv | 4 | 4
and3 | 3 | 3
nor2 | 8 | 8
dfrtp | 4 | 4
nor2b | 2 | 2
a21o | 2 | 2
o21ai | 4 | 4
nand2 | 6 | 6
area by class of cell:
cell class	instances	area, sq um
Tap cell	50	62.6
Inverter	4	15.0
Clock buffer	3	41.3
Multi-Input combinational cell	76	547
Sequential cell	17	298
Timing Repair Buffer	43	380
Fill cell	409	2770
registers in the layout (all words and copies together), names as in the netlist:
name,cells
RegWrite,1
state,4
MemWrite,1
PCUpdate,1
nextstate,4
ALUOp,2
IRWrite,1
AdrSrc,1
ImmSrc,2
what timing repair did:
action | 4_1_cts | 5_1_grt
buffers inserted | 3 | 3
setup endpoints to repair | 10 | 5
pin swaps | 6 | 3
gates resized | 23 | 8
gates cloned | 0 | 0
power breakdown:
part	leakage [nW]	internal, mW	switching [mW]	total [mW]
logic	0.454	0.0469	0.0380	0.0848
registers	0.150	0.111	0.000965	0.112
clock network	0.0216	0.160	0.0476	0.208
total	0.625	0.318	0.0865	0.404
worst min path at each step:
stage	cells after the start	start	slack (ns)	endpoint
after CTS	2	reset	0.61	state[0]
after global routing	2	reset	0.67	state[0]
final	2	reset	0.62	state[0]
stage by stage:
| step | area, sq um | instances |
|---|---|---|
| 2_1_floorplan | 857 | 103 |
| 3_3_place_gp | 1230 | 184 |
| 3_5_place_dp | 1230 | 184 |
| 4_1_cts | 1320 | 190 |
| 5_1_grt | 1340 | 193 |
| 6_report | 1340 | 193 |
Power is estimated from default activity; no workload was simulated.
