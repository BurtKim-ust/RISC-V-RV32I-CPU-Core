==> design/flow/design.v <==
module datapath(clk, reset, ImmSrc, ALUSrcA, ALUSrcB, ResultSrc, AdrSrc, IRWrite, PCWrite, RegWrite, MemWrite, ALUControl, op, funct3, funct7b5, Zero, Adr, ReadData, WriteData);  
input clk, reset;
input PCWrite, AdrSrc, MemWrite, IRWrite, RegWrite;
input [1:0] ImmSrc, ALUSrcA, ALUSrcB, ResultSrc;
input [2:0] ALUControl;
output  funct7b5, Zero;
output [2:0] funct3;
output [6:0] op;
output [31:0] Adr, ReadData, WriteData;
reg [31:0] Result, SrcA, SrcB;
wire [31:0] instr, pcNext, pc, oldpc, rd1, rd2, a, data, ImmExt, ALUResult, ALUout;
wire [31:0] pc_plus_4; 
ff_reset_en read_instr(.clk(clk), .reset(reset), .en(IRWrite), .D(ReadData), .Q(instr));
extend extend1(.instr(instr[31:7]), .immsrc(ImmSrc), .immext(ImmExt));
regfile reg1(.clk(clk), .we3(RegWrite), .a1(instr[19:15]), .a2(instr[24:20]), .a3(instr[11:7]), .wd3(Result), .rd1(rd1), .rd2(rd2));
ff_reset_nen rd1_alu(.clk(clk), .reset(reset), .D(rd1), .Q(a));
alu true_alu(.A(SrcA), .B(SrcB), .ALUControl(ALUControl), .ALUOut(ALUResult), .Z(Zero));
ff_reset_nen result_out(.clk(clk), .reset(reset), .D(ALUResult), .Q(ALUout));
ff_reset_en pcWrite(.clk(clk), .reset(reset), .en(PCWrite), .D(pcNext), .Q(pc));
ff_reset_nen Data(.clk(clk), .reset(reset), .D(ReadData), .Q(data));
ff_reset_nen rd2_write(.clk(clk), .reset(reset), .D(rd2), .Q(WriteData));
ff_reset_en OldPC(.clk(clk), .reset(reset), .en(IRWrite), .D(pc), .Q(oldpc));
assign Adr = AdrSrc ? ALUout : pc;
assign op = instr[6:0];
assign funct3 = instr[14:12];
assign funct7b5 = instr[30];
assign pc_plus_4 = pc + 32'd4;
always @(data, ResultSrc, ALUout, pc_plus_4)
	case(ResultSrc)
		2'b00: Result = ALUout;
		2'b01: Result = data;
		2'b10: Result = pc_plus_4; 
		default: Result = ALUout;
	endcase
always @(pc, oldpc, a, ALUSrcA)
	case(ALUSrcA)
		2'b0: SrcA = pc;
		2'b01: SrcA = oldpc;
		2'b10: SrcA = a;
		default: SrcA = a;
	endcase
always @(ImmExt, WriteData, ALUSrcB)
	case(ALUSrcB)
		2'b0: SrcB = WriteData;
		2'b01: SrcB = ImmExt;
		2'b10: SrcB = 32'd4;
		default: SrcB = 32'd4;
	endcase
assign pcNext = Result;
endmodule
module ff_reset_en(clk, reset, en, D, Q);
input wire clk, reset, en;
input wire [31:0] D;
output reg [31:0] Q;
always @(posedge clk)
begin
	if (reset)
	begin
		Q <= 32'b0;
	end else 
	if (en)
	begin
		Q <= D;
	end
end
endmodule
module ff_reset_nen(clk, reset, D, Q);
input wire clk, reset;
input wire [31:0] D;
output reg [31:0] Q;
always @(posedge clk)
begin
	if(reset)
	begin
		Q <= 32'b0;
	end else
	begin
		Q <= D;
	end
end
endmodule
module alu (A, B, ALUControl, ALUOut, Z);
input wire [2:0] ALUControl;
input wire [31:0] A, B;
output wire Z;
output reg [31:0] ALUOut;
reg [31:0] temp_slt;
reg Cout;
reg [32:0] temp_result;
wire V;
always @(*)
	case(ALUControl)
		3'b0: {Cout, ALUOut} = {1'b0,A} + {1'b0,B} + {32'b0, ALUControl[0]};
		3'b001: begin
				temp_result = {1'b0,A} + {1'b0,~B} + {32'b0, 1'b1};
				{Cout, ALUOut} = temp_result;
			end
		3'b010: ALUOut = A & B;
		3'b011: ALUOut = A | B;
		3'b101: begin
			Cout = 1'b0;
			ALUOut[31:1] = 31'b0;
			if (A[31] ^ B[31])
			begin
				temp_slt = A - B;
				ALUOut[0] = A[31];
			end else
			begin
				temp_slt = A - B;
				ALUOut [0] = V ^ temp_slt[31];
			end
			end
		default: ALUOut = 32'b0;
	endcase
assign Z = (A == B);
assign V = (ALUControl == 3'b101) & (~ALUControl[1] & (A[31] ^ temp_slt[31]) & ~(A[31] ^ B[31] ^ ALUControl[0])) | (ALUControl != 3'b101) & (~ALUControl[1]) & ((A[31] ^ ALUOut[31] & ~(ALUControl[0] ^ A[31] ^ B[31])));
endmodule
==> design/flow/run.sh <==
#!/bin/bash
# OpenROAD 26Q1-2900-gdf79404cd8, Yosys 0.63+post, stock flow scripts
make -C /OpenROAD-flow-scripts/flow DESIGN_CONFIG=/design/flow/config.mk WORK_HOME=/design/flow/orfs finish
==> design/flow/config.mk <==
export PLATFORM = sky130hd
export DESIGN_NAME = alu
export DESIGN_NICKNAME = alu
export VERILOG_FILES = /design/flow/design.v
export SDC_FILE = /design/flow/constraint.sdc
export NUM_CORES = 4
export LEC_CHECK = 1
export CORE_UTILIZATION = 30
==> design/flow/constraint.sdc <==
current_design alu

set clk_period 20.0
set clk_io_pct 0.2

create_clock -name clk0 -period $clk_period

set non_clock_inputs [all_inputs -no_clocks]
set_input_delay [expr $clk_period * $clk_io_pct] -clock clk0 $non_clock_inputs
set_output_delay [expr $clk_period * $clk_io_pct] -clock clk0 [all_outputs]
==> results.ini <==
[global_routing]
grt_usage_pct = 19.01
grt_max_degree = 50
grt_pass1_wl_um = 26830
grt_pass1_vias = 5339
grt.overflow.total = 0
grt_antenna_before_repair = 0

[routing]
insertedDiodeCount = 0
wl_um = 16420
firstDrtPassIters = 5
antenna_left = 0
wl_per_cell_um = 15.79
vias_per_cell = 5.368
vias = 5583
drtIter0Drc = 495
drc = 0

[floorplanning]
io-pin-count = 100
die_h_um = 132.1
die_w_um = 132.1
design.core.area_um2 = 16520
fp_util_pct = 30.71
die_area_um2 = 17440
row_count = 47

[power_and_ir_drop]
internal_power_w = 0.00007596
p_seq_share_pct = 0
p_leak_nw = 2.832
p_per_area_nw_per_um2 = 27.18
switchingPower_w = 0.00009086
clkPwrFrac_pct = 0
swShare_pct = 54.47
vdd_drop_max_uv = 8.943
power_w = 0.0001668
comb_power_share_pct = 100.0

[sta]
max_freq_mhz = 84.68
fin_tns_setup_ns = 0
finalHoldViolations = 0
post-route-period-util_pct = 59.05
min_period_ns = 11.81
tightest_slew_ns = 0.8524
max-slew-margin-rel_pct = 43.06
setup_viol = 0
slew_violations = 0
rsz0062_at_grt = no

[critical_path]
critPathKind = in -> out
start_kind = input port
worstSetupEndpointType = output port
crit_required_ns = 16.00
crit_path_max_fanout = 4
crit_arrival_ns = 7.81

[clock_network]
cts_hold_buf = 0
cts_setup_buffers = 0
cts_resized = 0

[yosys]
yosysTopAreaCell = ha_1
simple_gate_area_share_pct = 20.02
adder_share_pct = 24.61
ys_area_um2 = 5075
common_cells = inv_1, ha_1, a21oi_1, nor2_1, nand2_1
synth_dominant_cell_count = inv_1
yosysUniqueCellTypes = 85
ys_sh_aoi_pct = 37.60
synth_warnings = 1
syn_area_per_cell_um2 = 6.669
ys_sh_xor_pct = 2.761
postSynthCellCount = 761
ys_top_cells_by_area = ha_1, a21oi_1, inv_1, o21ai_0, nor2_1
logic_family = AND-OR/OR-AND gates
ys_cells = 761
yosys.area.top_type_share_pct = 23.42
mux_area_share_pct = 2.441
yosysSeqAreaShare_pct = 0
synth_area_um2 = 5075

[placed_design]
place.detailed.hpwl_um = 12980
io_buffers = 100
gp_congestion = 0.9362

[status]
status = finished, final reports clean

[layout]
layout.area.seq_um2 = 0
areaGrowthSynthToFinish_pct = 20.93
nClkBuffers = 0
flop-count = 0
drive_above_1_share_pct = 4.756

[hold_path]
hp-start = ALUControl[0]
min_path_type = in -> out
hold_depth = 5
whs_endpoint = ALUOut[24]

[job]
warning_count = 95
cap_violations = 0

==> metal layers <==
layer  share of wire (%)  global-route usage, %  routed length (um)  vias up
met5                   0                      0                   0        -
met4                 1.2                  2.390                 192        0
met3                 6.2                  1.492                1024       14
met2                  44                  30.42                7200      223
met1                  49                  28.53                8000     2513
li1                    -                      -                   -     2833
==> layout by cell type (no fill, tap or decap), drive strengths merged, types with 8 or more instances in the layout <==
cell	instances
o21ai	48
ha	95
o21bai	15
a211oi	11
inv	97
nand2	56
o211ai	15
nor2	58
buf	9
mux2i	9
xnor2	11
clkdlybuf4s50	99
a21oi	81
nand2b	8
and3	11
nand3	13
a31oi	9
a21o	22
o22ai	13
nor3	30
o31ai	9
==> cells by family after synthesis <==
family | Yosys count
simple gates | 209
buf+inv | 146
mux | 11
compound gates | 281
fa+ha+maj | 98
xor+xnor | 16
==> area by class of cell <==
type | instances | area [um2]
inverters | 97 | 364.1
fillers | 1768 | 10390
multi-input cells | 615 | 4442
well taps | 220 | 275.3
repair buffers | 108 | 1056
==> metrics by stage <==
step / instances / hold WS, ns / util (%) / instance area [um2] / worst slack (ns)
2_1_floorplan: 761 / 8.165 / - / 5075 / 9.654
3_3_place_gp: 1040 / 9.069 / 37.14 / 6137 / 8.275
3_5_place_dp: 1040 / 9.076 / 37.14 / 6137 / 8.175
4_1_cts: 1040 / 9.079 / 37.14 / 6137 / 8.138
5_1_grt: 1040 / 9.143 / 37.14 / 6137 / 7.858
6_report: 1040 / 9.059 / 37.14 / 6137 / 8.191
==> critical path, stage by stage <==
cell	delay, ns
clkdlybuf4s50_1	0.56
ha_1	0.22
inv_1	0.06
fa_1	0.37
nor3b_1	0.16
o31ai_1	0.37
a21boi_2	0.13
o41ai_1	0.45
a31oi_1	0.22
and3_1	0.24
nor4_1	0.20
o21ai_0	0.11
a21oi_1	0.23
clkdlybuf4s50_1	0.49
==> power by group through the flow <==
stage	Combinational, W	Sequential [W]	Clock (W)
finish	0.000167	0	0
global route	0.000185	0	0
CTS	0.000166	0	0
==> worst max path at each step <==
stage	startpoint	end	slack [ns]	depth (start not counted)
6_report	B[0]	ALUOut[30]	8.19	14
5_1_grt	B[0]	ALUOut[30]	7.86	14
4_1_cts	A[0]	ALUOut[30]	8.14	15
Power figures rest on the tool's default switching activity, not on a simulated workload.
